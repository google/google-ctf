--- design/flow/design.v ---
module check(
    input clk,
    input [6:0] data,
    output wire open_safe
);
reg [6:0] memory [7:0];
reg [2:0] idx = 0;
wire [55:0] magic = {
    {memory[0], memory[5]},
    {memory[6], memory[2]},
    {memory[4], memory[3]},
    {memory[7], memory[1]}
};
wire [55:0] kittens = { magic[9:0],  magic[41:22], magic[21:10], magic[55:42] };
assign open_safe = kittens == 56'd3008192072309708;
always_ff @(posedge clk) begin
    memory[idx] <= data;
    idx <= idx + 5;
end
endmodule
--- design/flow/run.sh ---
#!/bin/bash
# OpenROAD 26Q1-2900-gdf79404cd8, Yosys 0.63+post, stock flow scripts
make -C /OpenROAD-flow-scripts/flow DESIGN_CONFIG=/design/flow/config.mk WORK_HOME=/design/flow/orfs finish
--- design/flow/config.mk ---
export PLATFORM = sky130hd
export DESIGN_NAME = check
export DESIGN_NICKNAME = check
export VERILOG_FILES = /design/flow/design.v
export SDC_FILE = /design/flow/constraint.sdc
export NUM_CORES = 4
export LEC_CHECK = 1
export CORE_UTILIZATION = 40
--- design/flow/constraint.sdc ---
current_design check

set clk_period 2.7
set clk_io_pct 0.2

create_clock -name clk0 -period $clk_period [get_ports {clk}]

set non_clock_inputs [all_inputs -no_clocks]
set_input_delay [expr $clk_period * $clk_io_pct] -clock clk0 $non_clock_inputs
set_output_delay [expr $clk_period * $clk_io_pct] -clock clk0 [all_outputs]
==> impl_metrics.toml <==
# generated from flow reports
[drt]
num_antenna_cells = 0
drt-initial-drc-count = 41
antenna_left = 0
via_per_inst = 4.83
wirelength_mm = 3.14
drc_errors = 0
vias = 898
wl_per_cell_um = 16.9
firstDrtPassIters = 4

[flow_run]
warning_count = 25
cap_violations = 0

[placement]
dp.cells = 170
routabilityCongestion = 0.813
port_buffers = 8
hpwl_mm = 1.95

[clocking]
clock_sink_count = 59
clk_path_buf_depth = 2
clock_latency_ns = 0.33
clk_pin_slew_ns = 0.06
clock-root-buffer = "clkbuf_8"
cts_setup_buffers = 0
h-tree-depth = 3
cts_tree = "yes"
cts_buffers = 9
hold_buffers = 0

[yosys]
yosysWarnings = 1
netlist_area_mm2 = 0.00198
synth_cell_types = 19
async_flop_share_pct = 0
syn_inst = 91
yosys_cells = 91
synth-main-ff-cell = "edfxtp_1"
syn_avg_cell_area_um2 = 21.8
ys_area_mm2 = 0.00198
synth-edff-count = 56
ys.flops = 59
ys_seq_share_pct = 87.8

[sta]
grt_setup_unrepaired = "no"
fin_crit_ns = 2.57
setup_tns_ns = 0
clock.fmax_mhz = 389
slew_violations = 0
setup_viol = 0
hold_violations = 0
holdWs_ns = 0.540
tightest_slew_ns = 0.661
finalClockPeriodUsage_pct = 95.2
finClkSkew_ns = 0.00644
relSlewSlack_pct = 55.8

[grt]
grt.overflow.total = 0
grt_pass1_vias = 899
grt_pass1_wl_mm = 4.81
grt_use_total_pct = 14.4
grt_max_degree = 11
antenna_found_initial = 0

[floorplan]
ioPinCount = 9
chip_area_mm2 = 0.00524
dieWidth_um = 72.4
rows = 25
placeableCoreArea_mm2 = 0.00475
core_util_floorplan_pct = 41.7
die_h_um = 72.4

[outcome]
status = "completed"

[pwr]
powerDensity_mw_per_mm2 = 739
vdd_drop_max_uv = 230
p_leak_nw = 0.755
p_total_w = 0.00175

[layout]
final_layout_size_suffix_gt1_share_pct = 17.6
syn2layout_area_growth_pct = 19.1
layout.cells.non_filler = 186

[worst_setup_path]
cp_top_family = "simple AND/OR/NAND/NOR gates"
crit_type = "flop to output port"
cp_max_fo = 1
critPathMaxStageDelay_ns = 0.55
cp-start-kind = "flop"
cp_slowest_cell = "or4_4"
worstPathCellList = "or4b_1 > or4_4 > nor4_2 > clkbuf_2"
end_kind = "output port"
worstPathRequired_ns = 2.16
arrival_ns = 2.03
cp.buffers_inverters = 1

[worst_hold_path]
worst_hold_path_type = "flop to flop"
==> where the power goes <==
group | total [W] | internal [W] | leakage [nW] | switching, W
clock | 0.000721 | 0.000412 | 0.0915 | 0.000308
sequential | 0.00100 | 0.00100 | 0.527 | 0
combinational | 0.0000245 | 0.00000896 | 0.136 | 0.0000156
total | 0.00175 | 0.00142 | 0.755 | 0.000324
==> flip-flops by register name (all words and copies together) (netlist names) <==
name and cells:
idx 3, memory 56
==> layout make-up <==
cell class / instances / area, um2
flip-flops and latches: 59 / 1740
well taps: 67 / 83.8
clock buffers: 9 / 124
fillers: 397 / 2390
inverters: 1 / 3.75
multi-input cells: 30 / 238
clock inverters: 7 / 58.8
repair buffers: 13 / 113
==> final timing paths <==
kind,startpoint,to,slack (ns),cells after the start
max,memory[1][4],open_safe,0.13,4
min,idx[0],idx[0],0.54,1
max reg2reg,idx[2],memory[0][6],1.25,2
min reg2reg,idx[0],idx[0],0.54,1
==> metal layers <==
layer  wire (um)  GRT usage, %  part of all wire (%)
met5           0             0                     0
met4          49          2.83                   1.6
met3         202          6.90                   6.4
met2        1490          22.2                    47
met1        1400          20.4                    45
==> per-stage QoR <==
step | utilization (%) | cell area, um2 | setup slack (ns)
floorplan | - | 1980 | 0.660
global placement | 45.9 | 2180 | 0.0900
detailed placement | 45.9 | 2180 | 0.0191
CTS | 49.8 | 2370 | 0.0225
global route | 49.7 | 2360 | 0.0304
finish | 49.7 | 2360 | 0.130
==> synth_stat cells, types with 2 or more instances <==
master	instances	area share (%)
and3_1	2	0.63
and4b_1	3	1.5
dfxtp_1	3	3.0
edfxtp_1	56	85
nand4_1	5	1.6
nor2_1	2	0.38
nor3_1	2	0.50
nor3b_1	3	1.1
nor4bb_1	5	2.5
==> cells by family (layout without fill, tap and decap cells) <==
group,count (synthesis),in the layout,share of synthesized area [%]
AND/OR/NAND/NOR,28,28,10.7
adder cells (fa/ha/maj),1,1,0.631
flip-flops,59,59,87.8
buffers and inverters,2,30,0.378
XOR/XNOR,1,1,0.442
==> layout by cell type, fill, tap and decap left out, types with 2 or more instances in the layout <==
cell type / n
nor2_1: 2
nor3b_1: 3
buf_4: 5
and3_1: 2
nor4bb_1: 5
nand4_1: 5
nor3_1: 2
dfxtp_1: 3
clkinv_1: 3
edfxtp_1: 56
and4b_1: 3
clkdlybuf4s50_1: 7
clkbuf_8: 9
clkinv_2: 2
==> worst register-to-register path: stages (launching register included) <==
cell,delay [ns]
dfxtp_1,0.38
nor3_1,0.54
buf_4,0.25
==> what timing repair did <==
item | in CTS | in global routing
pin swaps | 3 | 0
gates resized | 3 | 1
setup endpoints to repair | 1 | 1
gates cloned | 0 | 0
Power and IR drop assume default switching activity.
