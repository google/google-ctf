[/design/flow/run.sh]
#!/bin/bash
# OpenROAD 26Q1-2900-gdf79404cd8, Yosys 0.63+post, stock flow scripts
make -C /OpenROAD-flow-scripts/flow DESIGN_CONFIG=/design/flow/config.mk WORK_HOME=/design/flow/orfs finish
[/design/flow/config.mk]
export PLATFORM = sky130hd
export DESIGN_NAME = toplevel
export DESIGN_NICKNAME = toplevel
export VERILOG_FILES = /design/flow/design.v
export SDC_FILE = /design/flow/constraint.sdc
export NUM_CORES = 4
export LEC_CHECK = 1
export CORE_UTILIZATION = 30
[/design/flow/constraint.sdc]
current_design toplevel

set clk_period 19.4
set clk_io_pct 0.2

create_clock -name clk0 -period $clk_period [get_ports {clock}]

set non_clock_inputs [all_inputs -no_clocks]
set_input_delay [expr $clk_period * $clk_io_pct] -clock clk0 $non_clock_inputs
set_output_delay [expr $clk_period * $clk_io_pct] -clock clk0 [all_outputs]
[/design/flow/design.v]
module toplevel (
	input clock,
	input [255:0] plain,
	output [255:0] cipher,
	output done,
);
	reg [3:0] state = 0;
	reg [255:0] out;
	wire [63:0] mod_in;
	wire mod_in_ready;
	wire mod_in_ack;
	wire [63:0] mod_out;
	wire mod_out_ready;
	wire mod_out_ack;
	tea_encrypt mod (
		.clock(clock),
		.in(mod_in),
		.in_ready(mod_in_ready),
		.in_ack(mod_in_ack),
		.out(mod_out),
		.out_ready(mod_out_ready),
		.out_ack(mod_out_ack),
	);
	always @* begin
		case (state)
			0: mod_in = plain[255:192];
			2: mod_in = plain[191:128];
			4: mod_in = plain[127:64];
			6: mod_in = plain[63:0];
			default: mod_in = 0;
		endcase
	end
	assign mod_out_ack = (state == 1 || state == 3 || state == 5 || state == 7);
	assign mod_in_ready = (state == 0 || state == 2 || state == 4 || state == 6);
	assign done = (state == 8);
	assign cipher = out;
	always @(posedge clock) begin
		case (state)
			0: begin
				if (mod_in_ack) state <= 1;
			end
			1: begin
				if (mod_out_ready) state <= 2;
				out[255:192] <= mod_out;
			end
			2: begin
				if (mod_in_ack) state <= 3;
			end
			3: begin
				if (mod_out_ready) state <= 4;
				out[191:128] <= mod_out;
			end
			4: begin
				if (mod_in_ack) state <= 5;
			end
			5: begin
				if (mod_out_ready) state <= 6;
				out[127:64] <= mod_out;
			end
			6: begin
				if (mod_in_ack) state <= 7;
			end
			7: begin
				if (mod_out_ready) state <= 8;
				out[63:0] <= mod_out;
			end
		endcase
	end
endmodule
module tea_encrypt (
	input clock,
	input [63:0] in,
	input in_ready,
	output in_ack,
	output [63:0] out,
	output out_ready,
	input out_ack,
);
	reg [31:0] v0, v1, sum;
	reg [31:0] delta = 32'h9e3779b9;
	localparam [127:0] k = "FancyACupOfTEA??";
	localparam [31:0] k0 = k[127:96];
	localparam [31:0] k1 = k[95:64];
	localparam [31:0] k2 = k[63:32];
	localparam [31:0] k3 = k[31:0];
	reg [1:0] state = 0;
	reg [6:0] iter = 0;
	assign in_ack = (state == 0);
	assign out_ready = (state == 2);
	assign out[63:32] = v0;
	assign out[31:0] = v1;
	always @(posedge clock) begin
		case (state)
			0: begin
				if (in_ready) state <= 1;
				v0 <= in[63:32];
				v1 <= in[31:0];
				iter <= 0;
				sum <= delta;
			end
			1: begin
				iter <= iter + 1;
				if (iter == 63) state <= 2;
				if (iter % 2 == 0) begin
					v0 <= v0 + (((v1 <<< 4) + k0) ^ (v1 + sum) ^ ((v1 >> 5) + k1));
				end else begin
					v1 <= v1 + (((v0 <<< 4) + k2) ^ (v0 + sum) ^ ((v0 >> 5) + k3));
					sum <= sum + delta;
				end
			end
			2: begin
				if (out_ack) state <= 0;
			end
		endcase
	end
endmodule
==> flow_summary.json <==
{
  "worst_slack_ns": 13.44,
  "edf_count": 365,
  "crit_fanout": 11,
  "clkLatencyLatePin_ns": 0.58,
  "pre_cts_slack_ns": 13.33,
  "fp.dieH_um": 277,
  "hp-start": "mod.sum[31]$_SDFFCE_PN1P_",
  "critical_path_arrival_ns": 2.08,
  "start_kind": "register",
  "overflow": 0,
  "grt_pass1_wl_um": 118000,
  "grt_pass1_vias": 18800,
  "yosys_warnings": 7,
  "wire_per_inst_um": 22.5,
  "log.warning_count": 41,
  "cts_max_level": 2,
  "clock_sinks": 365,
  "rsz0062_at_grt": "no",
  "ctsResizeCount": 0,
  "fin_setup_tns_ns": 0,
  "seq_area_frac_synth_pct": 48.2,
  "top_area_share_pct": 48.2,
  "ir_drop_mv": 0.0513,
  "max_freq_mhz": 168,
  "endpoint_kind": "primary output",
  "drive_above_1_share_pct": 5.30,
  "vias": 18700,
  "grt_max_degree": 65,
  "via_per_inst": 5.26,
  "cts_setup_buffers": 0,
  "synth_flops": 365,
  "synthCells": 2026,
  "die_area_um2": 76900,
  "dpl.hpwl_um": 62100,
  "clockBufferDepth": 3,
  "ant_nets": 0,
  "grt_antenna_before_repair": 2,
  "top_cells_by_area": "edfxtp_1 48%, xnor2_1 11%, ha_1 8.1%",
  "cts_buffers": 41,
  "whs_ns": 0.633,
  "async_flop_share_pct": 0,
  "ys_area_um2": 22700,
  "avgSynthCellArea_um2": 11.2,
  "port_buffers": 513,
  "slew_headroom_pct": 9.89,
  "clk_pin_slew_ns": 0.07,
  "ff_type": "edfxtp_1",
  "max_cap_violations": 0,
  "die_x_um": 277,
  "fp-row-count": 100,
  "min_path_cells": 2,
  "syn_area_um2": 22700,
  "firstDrtPassIters": 5,
  "critPathLaunch": "state[0]$_DFFE_PP_",
  "ys_cells": 2026,
  "setup-violations-final": 0,
  "status": "finished clean",
  "io_pins": 514,
  "core_um2": 74700,
  "worst_pin_slew_ns": 1.35,
  "root_buffer": "clkbuf_16",
  "skew_ns": 0.0174,
  "cp.required_ns": 15.52,
  "period_minus_slack_ns": 5.96,
  "final-max-slew-violation-count": 0,
  "timing_hold_violations_final": 0,
  "drc": 0,
  "synth.largest_area_cell": "edfxtp_1",
  "r2r_start": "mod.v0[11]$_DFFE_PP_",
  "routed_wl_um": 80200,
  "leakagePower_nw": 11.0,
  "cts_tree": "built",
  "critPathKind": "register to primary output",
  "initialDrtViolationCount": 1092,
  "grt_usage_pct": 21.5,
  "area_growth_pct": 34.8,
  "period_used_pct": 30.7,
  "rr_worst_depth": 20,
  "fp_util_pct": 30.4,
  "synth.distinct_cells": 73,
  "hold_buffers": 0,
  "hold_class": "register to register",
  "gp_congestion": 1.02,
  "power_per_cell_area_nw_per_um2": 56.1
}
-- layer usage --
metal,track usage (%),share of wire (%),vias up
met1,30.0,42,9039
met4,5.23,2.9,0
met2,33.3,46,800
li1,-,-,8794
met5,0,0,-
met3,7.01,9.0,102
-- flip-flops by register name, indices dropped and copies added, names as in the netlist --
register,cells
out,256
mod.sum,32
mod.v0,32
mod.v1,32
mod.iter,7
state,4
mod.state,2
-- area by class of cell --
| type | count | area, um2 |
|---|---|---|
| antenna | 5 | 12.5 |
| clock buffer | 47 | 1090 |
| clock inverter | 26 | 310 |
| fill | 6867 | 44000 |
| inverter | 52 | 195 |
| multi-input combinational | 1530 | 11300 |
| sequential | 365 | 11000 |
| tap | 969 | 1210 |
| timing repair buffer | 566 | 5530 |
-- path summary, 6_finish.rpt --
kind	endpoint	slack, ns
worst max register to register	mod.v1[31]$_DFFE_PP_	13.60
worst max-delay path	done	13.44
worst min-delay path	mod.sum[31]$_SDFFCE_PN1P_	0.63
worst min register to register	mod.sum[31]$_SDFFCE_PN1P_	0.63
-- metrics by stage --
| stage | instances | utilization, % | instance area (um2) | total power, mW |
|---|---|---|---|---|
| 6_report | 3560 | 41.1 | 30700 | 1.72 |
| 5_1_grt | 3557 | 41.0 | 30700 | 1.77 |
| 4_1_cts | 3555 | 41.0 | 30700 | 1.74 |
| 3_5_place_dp | 3482 | 39.2 | 29300 | 0.926 |
| 3_3_place_gp | 3482 | 39.2 | 29300 | 0.925 |
| 2_1_floorplan | 2026 | - | 22700 | 0.871 |
-- placed cells by master, fill, tap and decap left out, types with 9 or more instances in the layout --
cell type        count
ha_1               147
xor2_1              76
buf_4               53
o21a_1              12
o21ai_0             60
o211ai_1            10
nand3_1             30
inv_1               51
a221oi_1            64
a31oi_1             16
a211oi_1            15
o21ai_1             27
a21o_1              75
clkdlybuf4s50_1    513
o31ai_1             10
a22o_1              64
a21oi_1            132
xnor2_1            277
nand2b_1            18
o22ai_1             49
and3_1              14
nor3_1              26
nand4_1             16
nor2b_1             20
or3_1                9
o21bai_1            17
nand2_1            138
nor2_1              90
edfxtp_1           365
clkbuf_16           43
-- critical path, stage by stage (launching register included) --
cell             delay [ns]
edfxtp_1               0.56
nor4b_1                0.38
clkdlybuf4s50_1        0.57
-- report_power, final --
group	leakage (nW)	total, mW	internal [mW]	switching, mW
registers	3.30	0.854	0.854	0
logic	6.98	0.0550	0.0450	0.0100
clock network	0.669	0.811	0.486	0.326
total	11.0	1.72	1.38	0.336
-- logic make-up (layout without fill, tap and decap cells) --
logic type / after synthesis / after routing / synth area share, %
AND/OR/NAND/NOR: 405 / 405 / 8.41
flip-flops: 365 / 365 / 48.2
XOR/XNOR: 355 / 355 / 13.8
multiplexers: 2 / 2 / 0.0880
AND-OR/OR-AND: 617 / 617 / 18.9
adder cells (fa/ha/maj): 151 / 151 / 8.44
buffers and inverters: 131 / 691 / 2.17
other: 0 / 5 / 0
-- Yosys cell counts, drive strengths merged (4+ instances only) --
master     n
a211oi    16
a21boi     6
a21o      75
a21oi    134
a221o      5
a221oi    66
a22o      64
a311o      4
a31o       4
a31oi     16
a41o       4
and2       8
and3      14
buf        8
clkbuf    71
edfxtp   365
fa         4
ha       147
inv       52
nand2    138
nand2b    18
nand3     30
nand4     16
nor2      93
nor2b     20
nor3      31
nor3b      5
nor4       9
o211ai    10
o21a      12
o21ai     87
o21bai    17
o22ai     49
o2bb2ai    4
o31ai     11
o32ai      5
o41a       4
or3       10
xnor2    277
xor2      76
Power is estimated from default activity; no workload was simulated.
